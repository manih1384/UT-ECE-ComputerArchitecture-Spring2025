[flow/config.mk]
export PLATFORM = sky130hd
export DESIGN_NAME = register_file
export DESIGN_NICKNAME = register_file
export VERILOG_FILES = /design/flow/design.v
export SDC_FILE = /design/flow/constraint.sdc
export NUM_CORES = 4
export LEC_CHECK = 1
export CORE_UTILIZATION = 30
[flow/constraint.sdc]
current_design register_file

set clk_period 10.0
set clk_io_pct 0.2

create_clock -name clk0 -period $clk_period [get_ports {clk}]

set non_clock_inputs [all_inputs -no_clocks]
set_input_delay [expr $clk_period * $clk_io_pct] -clock clk0 $non_clock_inputs
set_output_delay [expr $clk_period * $clk_io_pct] -clock clk0 [all_outputs]
[flow/design.v]
module register_file(clk,rst, RegWrite, A1, A2, A3, WD3, RD1, RD2);
    input clk, rst;
    input RegWrite;
    input [4:0] A1;
    input [4:0] A2;
    input [4:0] A3;
    input [31:0] WD3;
    output [31:0] RD1;
    output [31:0] RD2;
    reg [31:0] registers [31:0];
    assign RD1 = registers[A1];
    assign RD2 = registers[A2];
    always @(posedge clk or posedge rst) begin
      if (rst) registers[0]<=32'd0;
      else if (RegWrite)
	    begin
	        registers[A3] <= WD3;
      end
    end
endmodule
[flow/run.sh]
#!/bin/bash
# OpenROAD 26Q1-2900-gdf79404cd8, Yosys 0.63+post, stock flow scripts
make -C /OpenROAD-flow-scripts/flow DESIGN_CONFIG=/design/flow/config.mk WORK_HOME=/design/flow/orfs finish
==> results.txt <==
flow finished, numbers: Syn-to-layout area delta 18.1%, switching pwr 2420 µW, row cnt 144, initial antenna violation count 24, Slew @ Worst Pin 1.30 ns, Tmin final 8.63 ns, Data arrival, critical path 6.63 ns, clock sinks 1024, vias in the first global route 41600, highest cell delay on the worst timing path 1.04 ns, CP required 8.00 ns, crit path launch type input pin, GRT Total Usage 0.336, flip-flops with a built-in enable 992, Wirelength per Cell 42.4 µm, top flop regs registers (1024), Clock Pin Slew Worst Setup and Hold Paths 0.06 ns, HP Class reg2reg, Largest Register registers, Critical-path top delay cell clkdlybuf4s50_1, R2R Setup Slk 9.07 ns, # resized after CTS 0, synth unique cells 62, Worst Min Path Start registers[0][19], Critical Path End Type output port, Starting DRT DRC Count 5694, Max FO, Critical Path 27, post-synthesis area per instance 12.5 µm², Setup crit end RD2[5], Clock Latency Late Sink 0.71 ns, Synth Cell Area 46500 µm², Cell Int Power 7570 µW, CORE AREA 154000 µm², chip area line of the yosys report 46500 µm², drt drc 0, Yosys warning count 2, sequential power share 0.481, PwrDens 182 nW/µm², status complete, no violations, Peak Freq 116 MHz, switching share of power 0.242, Final Hold Vio Count 0, OpenROAD warning count 26, reg2reg path depth 1, Finish-stage setup viols 0, Peak supply drop 0.128 mV, Root Driver clkbuf_16, TNS Setup 0 ns, RSZ-0062 raised after global routing false, FILL cells 14600, global-route wire length before repair 341000 µm, io pins 114, LEAKAGE 0.0182 µW, share of layout cells above drive strength 1 0.141, ANT nets after route 0, final max-slew violation count 0, Clock Power Share 0.436, period utilization 0.863, Clock Skew 0 ns, slew margin rel. 0.132, Crit Path Class in2out, Initial Utilization 0.302, largest net degree at the start of global routing 74, DR pass1 iterations 9, Worst R2R Start registers[0][2], Yosys reg bits 1024, total die size 157000 µm², Max-cap violations 0, Post-CTS Setup Inserts 0, Total Wirelength 254000 µm, Syn Inst Count 3715, die span in x 396 µm, cts bufs inserted 108, Combinational Power Share 0.083, CTS tree done, max reg flops 1024, ys cells 3715, Vias 41200, Critical Path Source A2[1], die height 396 µm, Final Util 0.357, Synth Flop Type edfxtp_1, Vias per Instance 6.89, number of I/O port buffers 113, H-tree depth 3, grt total ovfl 0, Async S/R FF share, synth 0.0313, GPL Wtd Cong 1.09, crit path cell chain clkdlybuf4s50_1, buf_4, and3b_4, and2_1, buf_4, a22oi_1, nand3_1, o32a_1, clkdlybuf4s50_1, CTS Buffer Depth 3, DP Wirelength 152000 µm, sequential area share after synthesis 0.657, hold_buf cts 0, RR Endpoint registers[0][2]
-- layout by cell type, fill, tap and decap left out, drive strengths merged, types with 22 or more instances in the layout --
cell type      count
edfxtp           992
nand3            937
a22oi            316
nand4            280
buf              261
and3             218
clkbuf           132
clkdlybuf4s50    107
a2111oi           74
nor2              60
o32a              56
and2              51
or4               48
clkinv            37
mux2              36
dfrtp             32
nand2             26
a222oi            22
-- worst min path at each step --
stage / slack [ns] / cells after the start / endpoint
6_report: 0.55 / 1 / registers[0][19]
4_1_cts: 0.54 / 1 / registers[0][19]
5_1_grt: 0.58 / 1 / registers[0][13]
-- kinds of logic after synthesis --
family	after synthesis	synth area share
AND/OR/NAND/NOR	1715	0.203
buffers and inverters	371	0.0317
flip-flops	1024	0.657
multiplexers	46	0.0109
AND-OR/OR-AND	559	0.0966
-- area by class of cell --
cell class | instances | area (µm²) | share of cell area
flip-flops and latches | 1024 | 30600 | 0.557
multi-input cells | 2320 | 14900 | 0.272
repair buffers | 368 | 3030 | 0.0551
clock buffers | 132 | 2900 | 0.0529
well taps | 2044 | 2560 | 0.0465
clock inverters | 69 | 873 | 0.0159
diodes | 21 | 52.6 | 0.000956
inverters | 6 | 22.5 | 0.000410
-- worst max-delay path, delay by kind of cell --
| kind | cells | cell delay, ns |
|---|---|---|
| AND-OR/OR-AND | 2 | 0.49 |
| buffers and inverters | 4 | 2.43 |
| AND/OR/NAND/NOR | 3 | 1.66 |
-- synthesized netlist by cell type (3+ instances only) --
cell type	instances	area, µm²
buf_2	52	260
o21ai_0	9	45.0
and2_0	16	100
a32oi_1	5	43.8
a2111oi_0	74	648
mux2i_1	10	100
a22oi_1	316	2370
nor3b_1	5	37.5
nand3b_1	7	52.6
nand2b_1	11	68.8
mux2_2	35	394
and4_1	8	70.1
and3_1	218	1360
clkbuf_1	292	1100
a22o_1	19	166
or3_1	6	37.5
dfrtp_1	32	801
nor3_1	20	100
nand4_1	280	1750
edfxtp_1	992	29800
and2_1	34	213
inv_1	6	22.5
nand2_1	26	97.6
buf_1	18	67.6
a21oi_1	11	55.1
a211oi_1	4	30.0
nand3_1	937	4690
a221o_1	4	40.0
or4_1	48	360
a31oi_1	10	62.6
nor4_1	10	62.6
a221oi_1	7	61.3
nor2_1	60	225
nor2b_1	12	75.1
a222oi_1	22	220
o32ai_1	3	26.3
and3b_1	6	52.6
o32a_1	56	561
a21boi_0	3	22.5
-- stage by stage --
| stage | area [µm²] | setup WS, ns | instances | hold WS (ns) | power [µW] |
|---|---|---|---|---|---|
| global route | 54900 | 1.54 | 5969 | 0.575 | 10100 |
| detailed placement | 51100 | 1.72 | 5762 | 0.532 | 5670 |
| global placement | 51100 | 1.74 | 5762 | 0.525 | 5680 |
| finish | 54900 | 1.37 | 5984 | 0.548 | 9980 |
| floorplan | 46500 | 4.20 | 3715 | 0.489 | 5180 |
| CTS | 54900 | 1.66 | 5963 | 0.545 | 9930 |
-- power by group through the flow --
stage	combinational (µW)	clock (µW)	sequential [µW]
after CTS	786	4340	4800
after global routing	834	4490	4810
final	829	4350	4800
-- per-layer routing --
layer | vias to the layer above | GRT usage | part of all wire
met5 | - | 0.0945 | 0.0073
met1 | 19400 | 0.337 | 0.29
li1 | 15500 | - | -
met4 | 59 | 0.214 | 0.088
met3 | 1384 | 0.313 | 0.22
met2 | 4953 | 0.432 | 0.39
No activity file was given, so power comes from the tool's default toggle rates.
