<file path="./config.mk">
export PLATFORM = sky130hd
export DESIGN_NAME = RegisterFile
export DESIGN_NICKNAME = RegisterFile
export VERILOG_FILES = /design/flow/design.v
export SDC_FILE = /design/flow/constraint.sdc
export NUM_CORES = 4
export LEC_CHECK = 1
export CORE_UTILIZATION = 30
</file>
<file path="./constraint.sdc">
current_design RegisterFile

set clk_period 6.2
set clk_io_pct 0.2

create_clock -name clk0 -period $clk_period [get_ports {clk}]

set non_clock_inputs [all_inputs -no_clocks]
set_input_delay [expr $clk_period * $clk_io_pct] -clock clk0 $non_clock_inputs
set_output_delay [expr $clk_period * $clk_io_pct] -clock clk0 [all_outputs]
</file>
<file path="./design.v">
module RegisterFile(clk, regWrite,
                    readRegister1, readRegister2,
                    writeRegister, writeData,
                    readData1, readData2);
    input regWrite, clk;
    input [4:0] readRegister1, readRegister2, writeRegister;
    input [31:0] writeData;
    output reg [31:0] readData1, readData2;
    reg [31:0] registerFile [0:31];
    initial 
        registerFile[0] = 32'd0;
    always @(negedge clk) begin
        if (regWrite & (|writeRegister))
            registerFile[writeRegister] <= writeData;
    end
    always @(negedge clk) begin
        readData1 <= registerFile[readRegister1];
        readData2 <= registerFile[readRegister2];
    end
endmodule
</file>
<file path="./run.sh">
#!/bin/bash
# OpenROAD 26Q1-2900-gdf79404cd8, Yosys 0.63+post, stock flow scripts
make -C /OpenROAD-flow-scripts/flow DESIGN_CONFIG=/design/flow/config.mk WORK_HOME=/design/flow/orfs finish
</file>
==> impl_metrics.yaml <==
# flow metrics
floorplanning:
  dieArea_sq_um: 168500
  fp_util_pct: 30.26
  core_area_sq_um: 165400
  io_pins: 113
  die_h_microns: 410.4
  rows: 149
  die_w_microns: 410.4
synthesis:
  syn_inst: 3451
  edf_count: 1024
  top_area_share_pct: 61.44
  ys.flops: 1088
  synth.distinct_cells: 26
  synthArstFlopShare_pct: 0
  yosysTopAreaCell: "edfxtp_1"
  avgSynthCellArea_sq_um: 14.50
  yosys.stat.seqShare_pct: 64.00
  ys_cells: 3451
  ff_type: "edfxtp_1"
  yosys-top-cells-area: "edfxtp_1 (61%), mux2i_1 (20%), a22oi_1 (2.9%)"
  ys_warn_count: 1
  synthesis.area_sq_um: 50040
  yosys_area_sq_um: 50040
worst_setup_path:
  crit_family: "buffers and inverters"
  end_kind: "primary output"
  crit_buf_inv: 1
  path_class: "reg2out"
  crit_fanout: 1
  start_kind: "register"
  r2r_slack_ps: 4640
  cp.required_ps: 4960
  reg2reg_to: "readData2[10]"
  slowest_delay_ps: 550
  cp.arrival_ps: 4850
  crit_slowest_cell: "clkdlybuf4s50_1"
  r2r_cells: 6
  cp_cell_sequence: "clkdlybuf4s50_1"
  r2r_start: "registerFile[2][10]"
placed_design:
  io_buffer_count: 112
  hpwlAfterDp_microns: 101000
  postPlaceCellArea_sq_um: 57640
  gp_congestion: 0.9055
  pre_cts_slack_ps: -487.9
  numPlacedInstances: 5936
clock_tree:
  clk_latency_ps: 730
  cts_made_buffers: 115
  clock_path_buffers: 3
  cts.sinks: 1088
  clkTransAtPathRegs_ps: 40
  cts_max_level: 3
  cts-root-buf: "clkbuf_16"
  tritoncts: "built"
  cts_setup_buffers: 0
  hold_buffers: 0
  cts_resized: 0
final_layout:
  drive_gt1_share_pct: 12.80
  area_delta_synth_final_pct: 31.61
  fin_area_sq_um: 65860
  final_util_pct: 39.83
  fin_cells: 7237
min_path:
  worstHoldEndpoint: "readData2[29]"
  worstHoldStart: "registerFile[9][29]"
  hold_depth: 4
  hold_path.class: "reg2reg"
run:
  maxCapViolations: 0
  warning_count: 1028
routing:
  routed-via-count: 36046
  firstDrtPassIters: 14
  drt_iter0_drc: 2318
  wl_per_cell_microns: 22.36
  wl_microns: 161800
  route.detailed.drc: 0
  via_per_inst: 4.981
  ant_nets: 0
power_and_ir_drop:
  vdd_drop_max_mv: 0.2506
  total_power_mw: 20.10
  leakage_nw: 28.87
  cellPowerDensity_nw_per_um2: 305.2
final_timing:
  drv_slew: 0
  rsz0062_at_grt: "no"
  skew_ps: 31.06
  holdWs_ps: 617.1
  hold_violations: 0
  fin_setup_tns_ps: 0
  setup_ws_ps: 114.4
  setup_viol: 0
status:
  status: "complete, no violations"
grt:
  antenna_found_initial: 4
  grt_pass1_vias: 38818
  grt-ovfl-total: 0
  grt.total_usage_pct: 20.06
  grt_pass1_wl_microns: 234200
  grt_max_degree: 47
==> power by group <==
part | total [mW] | internal [mW] | leakage, nW | switching (mW)
Clock | 10.1 | 5.48 | 7.84 | 4.65
Combinational | 1.61 | 0.717 | 11.2 | 0.895
Sequential | 8.36 | 8.26 | 9.79 | 0.0984
==> placed cells by master (no fill, tap or decap), drive strengths merged <==
cell type	instances
inv	1124
mux2i	1024
edfxtp	1024
buf	408
nand2	195
nand3	194
a22oi	192
a21oi	192
a22o	128
clkbuf	115
clkdlybuf4s50	110
nor3	64
a31oi	64
dfxtp	64
nor2	34
conb	32
bufinv	28
clkinvlp	27
clkinv	7
nand3b	5
nor2b	4
nand2b	4
or3b	3
and2	2
or2	2
diode	1
or3	1
==> Yosys cell counts, types with 10 or more instances <==
cell type  instances
buf_4             52
clkbuf_1          71
buf_2             79
dfxtp_1           64
mux2i_1         1024
buf_6             37
nor3_1            64
nand2_1          195
nand3_1          194
edfxtp_1        1024
a21oi_1          192
buf_1             10
a22oi_1          192
a31oi_1           64
a22o_1           128
nor2_1            34
==> worst reg2reg max path, delay by kind of cell, from the launching register on <==
| kind | cells | cell delay [ps] |
|---|---|---|
| compound gates | 2 | 430 |
| flops | 1 | 370 |
| simple gates | 2 | 260 |
| mux | 1 | 210 |
| buf+inv | 1 | 180 |
==> worst max-delay path by stage <==
stage	to	cells after the start	slack [ps]	from
CTS	readData2[13]	1	60	readData2[13]
global route	readData2[13]	1	80	readData2[13]
finish	readData2[13]	1	110	readData2[13]
==> routing by layer <==
layer	wire length (microns)	part of all wire, %	vias up	track usage [%]
met4	5823	3.6	8	9.270
met5	40	0.025	-	0.1149
met2	77340	48	1779	30.16
li1	-	-	16585	-
met1	59540	37	17376	23.17
met3	19060	12	298	11.80
==> state kept, by name, summed over array words and instances (netlist names) <==
signal and flops:
registerFile 1024, readData2 32, readData1 32
==> cell type report <==
cell class,count,area [sq um]
Antenna cell,1,2.502
Clock inverter,1186,5344
Multi-Input combinational cell,2140,16890
Timing Repair Buffer,518,5981
Sequential cell,1088,32030
Clock buffer,115,2878
Fill cell,14953,99500
Tap cell,2189,2739
==> kinds of logic (layout without fill, tap and decap cells) <==
kind of cell           count (synthesis)  in the layout  share of synthesized area [%]
buffers and inverters                254           1819                          3.078
muxes                               1024           1024                          20.48
other                                  1             33                       0.007493
AOI/OAI and AO/OA                    576            576                          7.841
DFF                                 1088           1088                          64.00
and+or+nand+nor                      508            508                          4.588
Power and IR drop assume default switching activity.
